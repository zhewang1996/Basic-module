==> ./design.v <==
module sync_fifo(
    input sys_clk,
    input sys_rst_n,
    input [7:0] wr_data,
    input wr_en,
    input rd_en,
    output reg [7:0] rd_data,
    output reg empty,
    output reg full 
);
parameter WIDTH = 8 ;
parameter ADDRSIZE = 3;
parameter DEPTH = 1 << ADDRSIZE ;
reg [ADDRSIZE-1:0] wr_addr ;
reg [ADDRSIZE-1:0] rd_addr ;
reg [WIDTH-1:0] mem [DEPTH-1:0];
reg [DEPTH-1:0] count;
always @(posedge sys_clk or negedge sys_rst_n) begin
    if (!sys_rst_n)
        rd_data <= 0;
    else if(rd_en && empty==0)
        rd_data <= mem[rd_addr];
end
always @(posedge sys_clk ) begin
    if(wr_en && full==0)
    mem[wr_addr] <= wr_data;
end
always @(posedge sys_clk or negedge sys_rst_n) begin
    if(!sys_rst_n)
        rd_addr <= 0;
    else if (rd_en && empty == 0)
        rd_addr <= rd_addr + 1 ;
end
always@ (posedge sys_clk or negedge sys_rst_n) begin
    if(!sys_rst_n)
        wr_addr <= 0;
    else if (wr_en && full == 0)
        wr_addr <= wr_addr + 1 ;
end
always @(posedge sys_clk or negedge sys_rst_n) begin
    if(!sys_rst_n)
        count <= 0;
    else begin
        case({wr_en,rd_en})
            2'b00:count <= count;
            2'b01:
                if (count != 0)
                count <= count -1;
            2'b10:
                if (count != (DEPTH-1))
                count <= count +1;
            2'b11:count <= count;
        endcase
    end
end
always@(count) begin
    if (count == 0)
        empty <= 1;
    else
        empty = 0;
end
always@(count) begin
    if (count == (DEPTH -1))
        full <= 1;
    else
        full = 0;
end
endmodule
==> ./run.sh <==
#!/bin/bash
# OpenROAD 26Q1-2900-gdf79404cd8, Yosys 0.63+post, stock flow scripts
make -C /OpenROAD-flow-scripts/flow DESIGN_CONFIG=/design/flow/config.mk WORK_HOME=/design/flow/orfs finish
==> ./config.mk <==
export PLATFORM = sky130hd
export DESIGN_NAME = sync_fifo
export DESIGN_NICKNAME = sync_fifo
export VERILOG_FILES = /design/flow/design.v
export SDC_FILE = /design/flow/constraint.sdc
export NUM_CORES = 4
export LEC_CHECK = 1
export CORE_UTILIZATION = 50
==> ./constraint.sdc <==
current_design sync_fifo

set clk_period 3.6
set clk_io_pct 0.2

create_clock -name clk0 -period $clk_period [get_ports {sys_clk}]

set non_clock_inputs [all_inputs -no_clocks]
set_input_delay [expr $clk_period * $clk_io_pct] -clock clk0 $non_clock_inputs
set_output_delay [expr $clk_period * $clk_io_pct] -clock clk0 [all_outputs]
==> run_summary.xml <==
<?xml version="1.0" encoding="UTF-8"?>
<metrics>
  <group name="final_timing">
    <metric name="finalSetupViolCount" unit="">0</metric>
    <metric name="slew-limit-headroom" unit="">0.443</metric>
    <metric name="post-route-min-period" unit="ps">2780</metric>
    <metric name="post-route-worst-setup-slack" unit="ps">815</metric>
    <metric name="worst_margin_pin_slew" unit="ps">835</metric>
    <metric name="unrepaired_setup_endpoints_after_global_routing" unit="">false</metric>
    <metric name="fmaxAchievable" unit="GHz">0.359</metric>
    <metric name="ratio_of_final_minimum_period_to_clock_period" unit="">0.774</metric>
    <metric name="report.final.hold_viol_count" unit="">0</metric>
    <metric name="slew_viol_final" unit="">0</metric>
    <metric name="totalNegativeSetupSlack" unit="ps">0</metric>
    <metric name="finClkSkew" unit="ps">7.80</metric>
  </group>
  <group name="place">
    <metric name="port_buffers" unit="">21</metric>
    <metric name="routabilityCongestion" unit="">0.843</metric>
    <metric name="dp_slack" unit="ps">481</metric>
    <metric name="post-place-cells" unit="">329</metric>
    <metric name="detailedPlacementHpwl" unit="mm">3.95</metric>
  </group>
  <group name="die">
    <metric name="chip_area" unit="µm²">7570</metric>
    <metric name="fp.dieW" unit="µm">87.0</metric>
    <metric name="core" unit="µm²">6910</metric>
    <metric name="top_level_ports" unit="">22</metric>
    <metric name="die.size.y" unit="µm">87.0</metric>
    <metric name="initCoreUtil" unit="">0.523</metric>
    <metric name="number_of_standard_cell_rows_in_the_floorplan" unit="">30</metric>
  </group>
  <group name="final_layout">
    <metric name="lay_top_count" unit="">sky130_fd_sc_hd__edfxtp_1</metric>
    <metric name="fin_cells" unit="">345</metric>
    <metric name="n_fill_cell" unit="">521</metric>
    <metric name="post_route_cells_drive_above_1_share" unit="">0.197</metric>
    <metric name="most-common-layout-cells" unit="">sky130_fd_sc_hd__edfxtp_1 (64), sky130_fd_sc_hd__dfrtp_1 (22), sky130_fd_sc_hd__clkdlybuf4s50_1 (21)</metric>
    <metric name="comb_area" unit="µm²">1090</metric>
    <metric name="seq_area" unit="µm²">2470</metric>
    <metric name="area_delta_synth_final" unit="%">16.8</metric>
  </group>
  <group name="clocking">
    <metric name="cts_tree" unit="">yes</metric>
    <metric name="worst_skew_pair.late_latency" unit="ps">340</metric>
    <metric name="post_cts_resized" unit="">0</metric>
    <metric name="cts-hold-fix-buffers" unit="">0</metric>
    <metric name="htree_num_levels" unit="">3</metric>
    <metric name="cts.sinks" unit="">86</metric>
    <metric name="ctsRootBufferMaster" unit="">sky130_fd_sc_hd__clkbuf_8</metric>
    <metric name="postCtsSetupBuffers" unit="">0</metric>
    <metric name="tritoncts.num_buffers" unit="">9</metric>
    <metric name="cts.reportedPaths.clkPinSlew" unit="ps">80</metric>
    <metric name="cts_buffer_depth" unit="">2</metric>
  </group>
  <group name="critical_path">
    <metric name="worst-setup-path-type" unit="">in2reg</metric>
    <metric name="worst-endpoint-required" unit="ps">3830</metric>
    <metric name="critical_path.startpoint_type" unit="">primary input</metric>
    <metric name="crit_path_end_kind" unit="">flop</metric>
    <metric name="critical_path_arrival" unit="ps">3010</metric>
    <metric name="critical_path.max_fanout" unit="">7</metric>
    <metric name="reg2regPathDepth" unit="">6</metric>
    <metric name="r2r_setup_slack" unit="ps">1470</metric>
  </group>
  <group name="grt">
    <metric name="gr-total-overflow" unit="">0</metric>
    <metric name="grt_start_max_net_pins" unit="">23</metric>
    <metric name="grt_pass1_wl" unit="mm">10.1</metric>
    <metric name="antenna_found_initial" unit="">0</metric>
    <metric name="total_routing_resource_utilization_after_global_routing" unit="">0.206</metric>
    <metric name="number_of_global_route_vias_before_repair" unit="">2046</metric>
  </group>
  <group name="drt">
    <metric name="post_drt_via_cell_ratio" unit="">5.40</metric>
    <metric name="diodes" unit="">0</metric>
    <metric name="wl" unit="mm">6.12</metric>
    <metric name="drc" unit="">0</metric>
    <metric name="dr.first_iter.drc_count" unit="">80</metric>
    <metric name="vias" unit="">1864</metric>
    <metric name="wl_per_cell" unit="µm">17.8</metric>
    <metric name="antenna_violating_nets_post_route" unit="">0</metric>
    <metric name="first_pass_iters" unit="">4</metric>
  </group>
  <group name="logic_synthesis">
    <metric name="syn-cell-area" unit="µm²">3610</metric>
    <metric name="ys_chip_area" unit="µm²">3610</metric>
    <metric name="synth.yosys.seq_area_share" unit="">0.684</metric>
    <metric name="ys_warnings" unit="">1</metric>
    <metric name="syn_inst" unit="">210</metric>
    <metric name="ys_cells" unit="">210</metric>
    <metric name="number_of_distinct_standard_cells_referenced_by_the_synthesized_netlist" unit="">33</metric>
    <metric name="syn_avg_cell_area" unit="µm²">17.2</metric>
    <metric name="numSynthFlops" unit="">86</metric>
  </group>
  <group name="power_and_ir_drop">
    <metric name="switching_share" unit="">0.291</metric>
    <metric name="p_clk_frac" unit="">0.238</metric>
    <metric name="internal-power" unit="µW">2360</metric>
    <metric name="power_per_cell_area" unit="nW/µm²">788</metric>
    <metric name="ir_worst_vdd" unit="mV">0.474</metric>
    <metric name="switchingPower" unit="µW">970</metric>
    <metric name="power.share.combinational" unit="">0.310</metric>
    <metric name="cellLeakagePower" unit="µW">0.00152</metric>
    <metric name="power_frac_seq" unit="">0.452</metric>
  </group>
  <group name="flow_run">
    <metric name="cap_violations" unit="">0</metric>
    <metric name="warnings" unit="">25</metric>
  </group>
  <group name="status">
    <metric name="outcome" unit="">completed</metric>
  </group>
  <group name="worst_hold_path">
    <metric name="timing.hold.worst_path_depth" unit="">1</metric>
    <metric name="min_path_type" unit="">reg2reg</metric>
  </group>
</metrics>
-- cells in the mapped netlist --
master / count / area share
sky130_fd_sc_hd__nand2b_1: 3 / 0.0052
sky130_fd_sc_hd__inv_1: 3 / 0.0031
sky130_fd_sc_hd__a211oi_1: 2 / 0.0042
sky130_fd_sc_hd__nor2_2: 1 / 0.0017
sky130_fd_sc_hd__mux2_2: 3 / 0.0093
sky130_fd_sc_hd__fa_1: 1 / 0.0055
sky130_fd_sc_hd__mux2_1: 5 / 0.016
sky130_fd_sc_hd__buf_4: 2 / 0.0042
sky130_fd_sc_hd__nor2_8: 1 / 0.0055
sky130_fd_sc_hd__a31o_2: 1 / 0.0024
sky130_fd_sc_hd__and3_1: 2 / 0.0035
sky130_fd_sc_hd__o21ai_0: 9 / 0.012
sky130_fd_sc_hd__a311o_1: 1 / 0.0028
sky130_fd_sc_hd__o21bai_1: 2 / 0.0042
sky130_fd_sc_hd__a21oi_2: 1 / 0.0024
sky130_fd_sc_hd__nor2_1: 8 / 0.0083
sky130_fd_sc_hd__mux2i_1: 9 / 0.025
sky130_fd_sc_hd__and3_4: 1 / 0.0031
sky130_fd_sc_hd__nand2_1: 13 / 0.014
sky130_fd_sc_hd__dfrtp_1: 22 / 0.15
sky130_fd_sc_hd__a21o_1: 2 / 0.0042
sky130_fd_sc_hd__buf_2: 3 / 0.0042
sky130_fd_sc_hd__xnor2_1: 8 / 0.019
sky130_fd_sc_hd__buf_1: 1 / 0.0010
sky130_fd_sc_hd__and2_1: 2 / 0.0035
sky130_fd_sc_hd__nor3_1: 5 / 0.0069
sky130_fd_sc_hd__edfxtp_1: 64 / 0.53
sky130_fd_sc_hd__ha_1: 8 / 0.028
sky130_fd_sc_hd__nand3_1: 2 / 0.0028
sky130_fd_sc_hd__mux4_2: 16 / 0.10
sky130_fd_sc_hd__xor2_1: 3 / 0.0073
sky130_fd_sc_hd__a21oi_1: 4 / 0.0055
sky130_fd_sc_hd__clkbuf_1: 2 / 0.0021
-- worst paths after layout --
kind                                       from                     end
max in group asynchronous             sys_rst_n  rd_addr[0]$_DFFE_PN0P_
setup / recovery                          wr_en    count[6]$_DFFE_PN0P_
hold reg to reg            count[7]$_DFFE_PN0P_    count[7]$_DFFE_PN0P_
min in group asynchronous             sys_rst_n  rd_data[2]$_DFFE_PN0P_
hold / removal             count[7]$_DFFE_PN0P_    count[7]$_DFFE_PN0P_
setup reg to reg           count[0]$_DFFE_PN0P_    count[6]$_DFFE_PN0P_
-- power groups by stage --
stage	clock, µW	sequential (µW)	combinational [µW]
CTS	811	1510	1050
global route	857	1540	1160
finish	794	1500	1030
-- per-layer routing --
| layer | vias up | part of all wire | GRT usage |
|---|---|---|---|
| met5 | - | 0 | 0 |
| met4 | 0 | 0.0069 | 0.0197 |
| met3 | 4 | 0.11 | 0.113 |
| met2 | 80 | 0.50 | 0.316 |
| met1 | 905 | 0.39 | 0.299 |
| li1 | 875 | - | - |
-- worst max-delay path: stages --
cell and delay, ps:
sky130_fd_sc_hd__clkdlybuf4s50_1 540, sky130_fd_sc_hd__nand2_1 220, sky130_fd_sc_hd__fa_1 470, sky130_fd_sc_hd__a21o_1 210
sky130_fd_sc_hd__a311o_1 360, sky130_fd_sc_hd__a21oi_2 160, sky130_fd_sc_hd__xnor2_1 70, sky130_fd_sc_hd__mux2_2 260
-- final cells by class --
type / count / area share
Clock inverter: 7 / 0.0284
Sequential cell: 86 / 0.585
Timing Repair Buffer: 31 / 0.0676
Clock buffer: 9 / 0.0293
Multi-Input combinational cell: 113 / 0.258
Inverter: 3 / 0.00267
Tap cell: 96 / 0.0284
-- cell families after synthesis --
logic type | share of synthesized area
flops | 0.684
fa+ha+maj | 0.0332
compound gates | 0.0381
mux | 0.150
xor+xnor | 0.0267
simple gates | 0.0540
buf+inv | 0.0145
-- state kept, by name, summed over array words and instances, names as in the netlist --
name and flops:
count 8, mem 64, rd_addr 3, rd_data 8, wr_addr 3
-- metrics by stage --
stage / power, µW / hold slack [ps] / util / cell area (µm²)
floorplan: 2230 / 424 / - / 3610
global placement: 2530 / 463 / 0.576 / 3980
detailed placement: 2570 / 469 / 0.576 / 3980
CTS: 3370 / 486 / 0.611 / 4220
global route: 3550 / 530 / 0.611 / 4220
finish: 3330 / 487 / 0.611 / 4220
Power figures rest on the tool's default switching activity, not on a simulated workload.
