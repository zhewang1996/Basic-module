==> /design/flow/constraint.sdc <==
current_design fifo

set clk_period 39.4
set clk_io_pct 0.2

create_clock -name clk0 -period $clk_period [get_ports {I_r_clk}]
create_clock -name clk1 -period $clk_period [get_ports {I_w_clk}]

set non_clock_inputs [all_inputs -no_clocks]
set_input_delay [expr $clk_period * $clk_io_pct] -clock clk0 $non_clock_inputs
set_output_delay [expr $clk_period * $clk_io_pct] -clock clk0 [all_outputs]
==> /design/flow/run.sh <==
#!/bin/bash
# OpenROAD 26Q1-2900-gdf79404cd8, Yosys 0.63+post, stock flow scripts
make -C /OpenROAD-flow-scripts/flow DESIGN_CONFIG=/design/flow/config.mk WORK_HOME=/design/flow/orfs finish
==> /design/flow/config.mk <==
export PLATFORM = sky130hd
export DESIGN_NAME = fifo
export DESIGN_NICKNAME = fifo
export VERILOG_FILES = /design/flow/design.v
export SDC_FILE = /design/flow/constraint.sdc
export NUM_CORES = 4
export LEC_CHECK = 1
export CORE_UTILIZATION = 40
==> /design/flow/design.v <==
module  fifo
#(
parameter WIDTH = 8,    
parameter ADDRSIZE = 8  
)
(
	input I_rst_n,  
	input I_w_clk,  
	input I_w_en,   
	input I_r_clk,  
	input I_r_en,   
	input [WIDTH-1 : 0]I_data, 
	output [WIDTH-1 : 0]O_data, 
	output reg O_r_empty, 
	output reg O_w_full   
);
(*KEEP = "TRUE"*)wire [ADDRSIZE-1 : 0] waddr,raddr; 
reg [ADDRSIZE : 0] w_ptr,r_ptr; 
reg [ADDRSIZE : 0] wp_to_rp1,wp_to_rp2; 
reg [ADDRSIZE : 0] rp_to_wp1,rp_to_wp2; 
localparam RAM_DEPTH = 1 << ADDRSIZE;  
reg [WIDTH-1 : 0] mem[RAM_DEPTH-1 : 0];  
always @(posedge I_w_clk)
begin
	if(I_w_en)
		mem[waddr] <= I_data;
end
assign O_data = mem[raddr];
always @(posedge I_w_clk or negedge I_rst_n)
begin
	if(!I_rst_n)
	begin
		rp_to_wp1 <= 0;
		rp_to_wp2 <= 0;
	end
	else
	begin
		rp_to_wp1 <= r_ptr;
		rp_to_wp2 <= rp_to_wp1;
	end
end
always @(posedge I_r_clk or negedge I_rst_n)
begin
	if(!I_rst_n)
	begin
		wp_to_rp1 <= 0;
		wp_to_rp2 <= 0;
	end
	else
	begin
		wp_to_rp1 <= w_ptr;
		wp_to_rp2 <= wp_to_rp1;
	end
end
(*KEEP = "TRUE"*)reg  [ADDRSIZE : 0] raddr_cnt;
(*KEEP = "TRUE"*)wire [ADDRSIZE : 0]raddr_cnt_next;
(*KEEP = "TRUE"*)wire [ADDRSIZE : 0] r_ptr_next;
(*KEEP = "TRUE"*)wire empty_val;
always @(posedge I_r_clk or negedge I_rst_n)
begin
	if(!I_rst_n)
	begin
		raddr_cnt <= 0;
		r_ptr <= 0;
	end
	else
	begin
		raddr_cnt <= raddr_cnt_next;
		r_ptr <= r_ptr_next;
	end
end
assign raddr_cnt_next = raddr_cnt + (I_r_en & ~O_r_empty); 
assign r_ptr_next = (raddr_cnt_next >> 1) ^ raddr_cnt_next;  
assign raddr = raddr_cnt[ADDRSIZE-1 : 0];  
assign empty_val = (r_ptr_next == wp_to_rp2); 
always @(posedge I_r_clk or negedge I_rst_n)
begin
	if(!I_rst_n)
	O_r_empty <= 1'b1;
	else
	O_r_empty <= empty_val;
end
(*KEEP = "TRUE"*)reg  [ADDRSIZE : 0] waddr_cnt;
(*KEEP = "TRUE"*)wire [ADDRSIZE : 0]waddr_cnt_next;
wire [ADDRSIZE : 0]w_ptr_next;
wire full_val;
always @(posedge I_w_clk or negedge I_rst_n)
begin
	if (!I_rst_n)
	begin
		waddr_cnt <= 0;
		w_ptr <= 0;
	end
	else
	begin
		waddr_cnt <= waddr_cnt_next;
		w_ptr <= w_ptr_next;
	end
end
assign waddr_cnt_next = waddr_cnt + (I_w_en & ~O_w_full); 
assign w_ptr_next = (waddr_cnt_next >> 1) ^ waddr_cnt_next;
assign waddr = waddr_cnt[ADDRSIZE-1 : 0]; 
assign full_val = (w_ptr_next == {~rp_to_wp2[ADDRSIZE : ADDRSIZE-1],rp_to_wp2[ADDRSIZE-2 : 0]}); 
always @(posedge I_w_clk or negedge I_rst_n)
begin
	if(!I_rst_n)
	O_w_full <= 1'b0;
	else
	O_w_full <= full_val;
end
endmodule
==> flow_summary.yaml <==
# implementation run metrics
worst_setup_path:
  endpoint_kind: "output port"
  crit_path_end: "O_data[5]"
  timing.rr.start: "waddr_cnt[0]"
  reg2regPathDepth: 4
  worstReg2RegEnd: "mem[61][3]"
  r2r_slack_ns: 35.49
  crit_path_start_kind: "flop"
  cp_data_required_time_ns: 31.52
  crit_start: "raddr_cnt[0]"
  critPathArrivalTime_ns: 6.27
  crit_fanout: 65
  path_class: "flop to output port"
die:
  die_x_um: 456
  coreArea_sq_um: 205000
  die_h_um: 456
  io-pin-count: 23
  initCoreUtil_pct: 40.3
  die_area_sq_um: 208000
  num_rows: 166
cells_and_area:
  comb_area_sq_um: 17700
  area_growth_pct: 13.0
  flop_area_sq_um: 63300
  drive_gt1_share_pct: 25.0
  fillCellCount: 16800
drt:
  via_per_inst: 5.72
  drc: 0
  routedWlPerCell_um: 31.3
  wl_um: 221000
  drt-initial-drc-count: 2904
  antenna_left: 0
  num_vias: 40300
  dr.pass1.iters: 5
global_route:
  top_usage_layer: "met2"
  grt_pass1_wl_um: 318000
  grt_max_degree: 156
  grt_use_met2_pct: 33.4
  use_met1_pct: 28.4
  track_usage_pct: 23.7
  antenna_found_initial: 13
  met3_usage_pct: 19.1
  grt_pass1_vias: 44300
  grt_overflow: 0
placed_design:
  routabilityCongestion: 0.926
  hpwl_um: 136000
  io_buffers: 21
  place_ws_ns: 25.43
min_path:
  hold_path_class: "flop to flop"
  hp-start: "r_ptr[0]"
  holdPathStages: 1
final_timing:
  slew_headroom_pct: 10.9
  rsz0062_at_grt: "false"
  clock-skew-final_ns: 0.0281
  setup_slack_ns: 25.25
  fin_tns_setup_ns: 0
  finalHoldViolations: 0
  setup_viol: 0
  finalMaxSlewViolations: 0
  tightest_slew_ns: 1.32
power:
  p_leak_uw: 0.0294
  ir_worst_vdd_v: 0.0000498
  p_per_area_nw_per_um2: 68.7
run:
  warnings: 41
  cap_viol_max_count: 0
logic_synthesis:
  ys_seq_elements: 2120
  ys_sh_simple_pct: 2.97
  synth-xor-area-share_pct: 0.531
  synth-main-ff-cell: "edfxtp_1"
  edf_count: 2048
  yosysWarnings: 1
  synth_seq_share_pct: 76.8
  syn_avg_cell_area_sq_um: 21.1
  ys_chip_area_sq_um: 82500
  topCombFamilyByArea: "multiplexers"
  syn_inst: 3918
  synth_cell_types: 67
  yosys.area_share.aoi_pct: 2.48
  synth_area_sq_um: 82500
  synthAdderAreaFrac_pct: 0.0607
  async_flop_share_pct: 3.40
  yosys_cells: 3918
  synth.area.mux_share_pct: 15.4
status:
  status: "finished clean"
cts:
  cts_tree: "built"
  clkTransAtPathRegs_ns: 0.06
  cts_resized: 0
  clock-sinks: 2120
[Yosys cell counts, types with 14 or more instances]
| library cell | count | area [sq um] |
|---|---|---|
| mux2_2 | 27 | 304 |
| a21oi_1 | 49 | 245 |
| buf_4 | 26 | 195 |
| buf_2 | 52 | 260 |
| mux2i_1 | 140 | 1400 |
| o22ai_1 | 22 | 138 |
| mux4_2 | 486 | 10900 |
| inv_1 | 16 | 60.1 |
| nand4_1 | 22 | 138 |
| nor2b_1 | 29 | 181 |
| edfxtp_1 | 2048 | 61500 |
| a22oi_1 | 59 | 443 |
| nor3_1 | 18 | 90.1 |
| dfrtp_1 | 71 | 1780 |
| xnor2_1 | 24 | 210 |
| xor2_1 | 26 | 228 |
| clkbuf_1 | 95 | 357 |
| nand3_1 | 53 | 265 |
| buf_6 | 37 | 417 |
| a22o_1 | 23 | 201 |
| nor2_1 | 296 | 1110 |
| a221oi_1 | 17 | 149 |
| o21ai_0 | 33 | 165 |
| o221ai_1 | 14 | 123 |
| nand2_1 | 78 | 293 |
[layer usage]
metal  share of wire [%]  vias to the layer above
li1                    -                    16800
met1                  32                    20400
met2                  46                     2665
met3                  18                      432
met4                 3.8                       26
met5                0.15                        -
[area by class of cell]
cell class	count	share of cell area (%)
Antenna cell	9	0.0242
Clock buffer	248	5.81
Clock inverter	140	1.17
Inverter	17	0.0738
Multi-Input combinational cell	1549	19.0
Sequential cell	2120	67.9
Tap cell	2688	3.61
Timing Repair Buffer	276	2.41
[through the flow]
stage                     hold WS (ns)  cell area [sq um]  instances  util [%]  power [uW]
after floorplan                  0.331              82500       3918         -        3810
after global placement           0.332              86600       6641      42.3        4550
after detailed placement         0.335              86600       6641      42.3        4550
after CTS                        0.272              93200       7038      45.5        6450
after global routing             0.294              93200       7041      45.5        6630
final                            0.322              93200       7047      45.5        6400
[power by group]
group	switching, uW	total, uW	internal [uW]
combinational	1160	1920	752
sequential	56.7	2580	2520
clock	843	1900	1060
total	2060	6400	4330
[cells in the final DEF (no fill, tap or decap), drive strengths merged, types with 28 or more instances in the layout]
master     n
nor2     296
mux2i    140
mux4     486
nor2b     29
clkbuf   256
a22oi     59
a21oi     49
dfrtp     71
nand3     53
nand2     78
clkinv   112
buf      247
edfxtp  2048
mux2      28
o21ai     36
[flip-flops by register name (all words and copies together), names as in the netlist]
name	cells
O_r_empty	1
O_w_full	1
mem	2048
r_ptr	9
raddr_cnt	8
rp_to_wp1	9
rp_to_wp2	9
w_ptr	9
waddr_cnt	8
wp_to_rp1	9
wp_to_rp2	9
[cells by family (layout without fill, tap and decap cells)]
kind of cell | count (synthesis) | after routing
and+or+nand+nor | 552 | 552
xor gates and xnor gates | 50 | 50
other | 0 | 9
AOI/OAI and AO/OA | 289 | 289
DFF | 2120 | 2120
buffers and inverters | 249 | 681
muxes | 654 | 654
adders and majority gates | 4 | 4
[worst min-delay path by stage]
stage and endpoint:
5_1_grt rp_to_wp1[1], 6_report rp_to_wp1[0], 4_1_cts rp_to_wp1[3]
[timing repair]
action	in CTS	in global routing
hold buffers	9	0
setup buffers	0	0
hold endpoints to repair	9	0
[worst max-delay path: stages (launching register included)]
cell and delay [ns]:
dfrtp_4 0.69, buf_12 0.46, buf_4 0.65, buf_12 0.41, buf_4 0.65, mux4_2 0.58
mux4_2 0.53, nor2_1 0.19, a2111oi_1 0.08, buf_4 0.15, a31oi_1 0.19, buf_4 0.17
nand4_1 0.36, clkdlybuf4s50_1 0.54
Power is estimated from default activity; no workload was simulated.
